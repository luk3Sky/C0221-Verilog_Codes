==> config.mk <==
export PLATFORM = sky130hd
export DESIGN_NAME = RippleCarryAdder4
export DESIGN_NICKNAME = RippleCarryAdder4
export VERILOG_FILES = /design/flow/design.v
export SDC_FILE = /design/flow/constraint.sdc
export NUM_CORES = 4
export LEC_CHECK = 1
export CORE_AREA = 10 10 70 70
export DIE_AREA = 0 0 80 80
==> design.v <==
module RippleCarryAdder4(a,b,cin,s,cout);
	input [3:0] a, b; input cin;  
	output [3:0] s; output cout;
	wire cout1, cout2, cout3;  
	FullAdder fa0(a[0],b[0],cin,s[0],cout1);
	FullAdder fa1(a[1],b[1],cout1,s[1],cout2);
	FullAdder fa2(a[2],b[2],cout2,s[2],cout3);
	FullAdder fa3(a[3],b[3],cout3,s[3],cout);
endmodule
module FullAdder(a,b,cin,s,cout);
	input a,b,cin; output s,cout;
	assign {cout,s} = a + b + cin;
endmodule
module stimulus;
	reg [3:0] a, b;
	wire [3:0] s;
	wire cout;
	RippleCarryAdder4 rca(a,b,1'b0,s,cout);
	initial
	begin
		a <= 4'b1111;  
		b <= 4'b1010;  
		#1  
		$display("%d + %d = %d, %d", a,b,s,cout);  
	end
endmodule
==> run.sh <==
#!/bin/bash
# OpenROAD 26Q1-2900-gdf79404cd8, Yosys 0.63+post, stock flow scripts
make -C /OpenROAD-flow-scripts/flow DESIGN_CONFIG=/design/flow/config.mk WORK_HOME=/design/flow/orfs finish
==> constraint.sdc <==
current_design RippleCarryAdder4

set clk_period 5.0
set clk_io_pct 0.2

create_clock -name clk0 -period $clk_period

set non_clock_inputs [all_inputs -no_clocks]
set_input_delay [expr $clk_period * $clk_io_pct] -clock clk0 $non_clock_inputs
set_output_delay [expr $clk_period * $clk_io_pct] -clock clk0 [all_outputs]
==> flow_metrics.rpt <==
=== SYNTHESIS / PLACE & ROUTE SUMMARY ===
----------------------------------------------------
[Cells and area]
  Utilization after layout ........................ 0.0923
  Seq Cell Count ........................ 0
  Leading cell type in the layout, fill and taps excluded ........................ sky130_fd_sc_hd__clkdlybuf4s50_1
  Number of clock-tree buffers in the layout ........................ 0
  Proportion of layout cells with a drive suffix above 1 ........................ 0
  Filler instances ........................ 410
  Register area ........................ 0 sq um
  Dominant logic cell types in the final layout ........................ sky130_fd_sc_hd__clkdlybuf4s50_1 (14), sky130_fd_sc_hd__inv_1 (10), sky130_fd_sc_hd__fa_1 (4)
  Layout overhead on the synthesized area ........................ 114%

[Detailed routing]
  Via-per-instance ratio ........................ approximately 1.6
  Met2 routed WL ........................ between 60 and 70 microns
  Count of nets left with antenna violations after detail routing ........................ 0
  Wirelength per Cell ........................ 5.43 microns
  Count of TritonRoute iterations in the first routing pass ........................ 1
  Sum of routed wire segments on met1 ........................ 246 microns
  Number of DRC violations after detailed-routing iteration 0 ........................ 0
  Highest metal used ........................ met3
  Routed WL ........................ 402 microns
  Vias after detailed routing ........................ between 100 and 150
  Antenna cells ........................ 0
  Post-route DRC ........................ 0
  Routed length on met3 ........................ 87 microns

[Timing]
  Slew Viols, Final ........................ 0
  Rel. slew slack ........................ 0.927
  Maximum clock frequency ........................ roughly 0.23 GHz
  Total count of hold-check failures in the final report ........................ 0
  Sum Neg Setup Slack ........................ 0 ns
  Worst-Margin Slew ........................ roughly 0.11 ns
  Finish-stage setup viols ........................ 0
  Unrepaired setup endpoints after global routing ........................ no
  Final clock period utilization by the worst path ........................ 0.888
  Final critical delay including setup and external delays ........................ approximately 4.4 ns
  Post-Route Hold Slack ........................ approximately 3.0 ns

[Synth]
  Yosys Instances ........................ 18
  Post-synthesis instance area ........................ 148 sq um
  Synthesized area divided by synthesized cell count ........................ slightly above 8 sq um
  Count of unique library cells instantiated by Yosys ........................ 3
  Area reported by Yosys stat ........................ 148 sq um
  Instance tally after logic synthesis ........................ 18
  Seq share, synth ........................ 0
  Synthesis Warnings ........................ 0

[Floorplan]
  Count of boundary I/O pins ........................ 14
  Starting density of the core ........................ 0.0432
  Die outline height ........................ approximately 80 microns
  Die area ........................ 0.00640 sq mm
  Number of rows in the core area ........................ 21
  Die Width ........................ around 80 microns
  Core area ........................ roughly 0.0034 sq mm

[Pwr]
  Power density of the placed cells ........................ slightly below 90 mW/mm^2
  P_leak ........................ between 0.1 and 0.15 nW
  Power consumption ........................ between 0.02 and 0.03 mW
  Combinational group share of total power ........................ 1.000
  Reported net switching power ........................ 0.00761 mW
  Maximum ir drop on the vdd rail ........................ roughly 0.02 mV
  Internal power summed over all cells ........................ 0.0203 mW
  Part of the total power dissipated in sequential elements ........................ 0
  Switching power as a share of total power ........................ 0.272
  Fraction of power consumed by the clock network ........................ 0

[Clock tree]
  Hold-fix buffer count after cts ........................ 0
  Post-CTS resize count ........................ 0
  Post-CTS Setup Inserts ........................ 0

[Setup path]
  Worst path arrival time ........................ ~3.4 ns
  Critical path endpoint category ........................ output port
  CP startpoint ........................ a[0]
  Buf+Inv Stages, Crit Path ........................ 6
  Worst Path Required ........................ about 4 ns
  CP delay by family, top ........................ adder cells
  Crit path max-delay cell type ........................ sky130_fd_sc_hd__clkdlybuf4s50_1
  Cells along the critical path ........................ clkdlybuf4s50_1, inv_1, fa_1, inv_1, fa_1, fa_1, inv_1, fa_1, inv_1, clkdlybuf4s50_1
  Category of the worst setup path launch point ........................ primary input
  Critical path class ........................ in2out
  Delay of the slowest cell on the worst path ........................ about 0.46 ns
  Largest fanout of any net on the critical path ........................ 1

[Placement]
  Number of port buffers ........................ 14
  Detailed-placement wirelength estimate ........................ between 300 and 400 microns
  Global placement routability congestion ........................ 0.785

[Global routing]
  Pin count of the biggest net entering global routing ........................ 2
  Vias in the first global route ........................ about 150
  Global-route total usage across every layer ........................ 0.0137
  Gr ovfl total ........................ 0
  Wire length of the first global-routing pass ........................ around 700 microns
  Initial antenna violation count ........................ 0

[Min path]
  Worst Min Path Start ........................ cin
  Class of the worst hold path ........................ in2out
  Worst Hold Depth ........................ 5
  Destination of the worst hold path ........................ s[0]

[Run status]
  Status ........................ finished clean

[Job]
  Number of OpenROAD warnings ........................ 32
  Max-cap violations ........................ 0

----------------------------------------------------
-- layer usage --
metal,up-vias,track usage
met2,14,0.0120
met1,46,0.0240
met3,0,0.00909
met5,-,0
li1,60,-
met4,0,0
-- how the worst max path moves through the flow --
stage,endpoint,slack (ns),cells after the start
6_report,s[3],0.56,10
4_1_cts,s[3],0.52,10
5_1_grt,s[3],0.38,10
-- power groups by stage --
stage / Combinational, mW / Sequential, mW / Clock [mW]
5_1_grt: 0.0332 / 0 / 0
6_report: 0.0279 / 0 / 0
4_1_cts: 0.0292 / 0 / 0
-- area by class of cell --
cell class                      count  area, sq um  share of cell area
Tap cell                           46         57.6               0.183
Timing Repair Buffer               14          140               0.444
Multi-Input combinational cell      4         80.1               0.254
Inverter                           10         37.5               0.119
-- stage by stage --
step / std cells / setup slack (ns) / cell area, sq um
after floorplan: 18 / 1.42 / 148
after global placement: 74 / 0.538 / 315
after detailed placement: 74 / 0.526 / 315
after CTS: 74 / 0.515 / 315
after global routing: 74 / 0.378 / 315
final: 74 / 0.561 / 315
-- Yosys cell counts, drive strengths merged --
| cell | number | area [sq um] |
|---|---|---|
| buf | 4 | 30.0 |
| inv | 10 | 37.5 |
| fa | 4 | 80.1 |
-- cell families after synthesis --
| family | Yosys count | share of synthesized area |
|---|---|---|
| fa+ha+maj | 4 | 0.542 |
| buf+inv | 14 | 0.458 |
Power is estimated from default activity; no workload was simulated.
